**design/flow/run.sh**
```bash
#!/bin/bash
# OpenROAD 26Q1-2900-gdf79404cd8, Yosys 0.63+post, stock flow scripts
make -C /OpenROAD-flow-scripts/flow DESIGN_CONFIG=/design/flow/config.mk WORK_HOME=/design/flow/orfs finish
```
**design/flow/config.mk**
```make
export PLATFORM = sky130hd
export DESIGN_NAME = pc
export DESIGN_NICKNAME = pc
export VERILOG_FILES = /design/flow/design.v
export SDC_FILE = /design/flow/constraint.sdc
export NUM_CORES = 4
export LEC_CHECK = 1
export CORE_UTILIZATION = 50
```
**design/flow/constraint.sdc**
```tcl
current_design pc

set clk_period 1.1
set clk_io_pct 0.2

create_clock -name clk0 -period $clk_period [get_ports {Clk}]

set non_clock_inputs [all_inputs -no_clocks]
set_input_delay [expr $clk_period * $clk_io_pct] -clock clk0 $non_clock_inputs
set_output_delay [expr $clk_period * $clk_io_pct] -clock clk0 [all_outputs]
```
**design/flow/design.v**
```verilog
module pc(PCNext, PCResult, Reset, Clk,PCWrite);
	input       [63:0]  PCNext;
	input               Reset, Clk,PCWrite;
	output reg  [63:0]  PCResult;
	initial begin
		PCResult <= 64'h000000000;
	end
    always @(posedge Clk)
    begin
    	if (Reset == 1)
    	begin
    		PCResult <= 64'h000000000;
    	end
    	else
    	begin
			if (PCWrite == 1) begin
				PCResult <= PCNext;
			end
    	end
    end
endmodule
```
==> flow_metrics.env <==
# yosys + openroad results
export IMPL_dp_slack_ns=0.0334
export IMPL_path_clk_slew_ns=0.07
export IMPL_wirelength_microns=6370
export IMPL_ant_nets=0
export IMPL_syn_inst=206
export IMPL_placed_cell_area_sq_um=3600
export IMPL_hold_class="in2reg"
export IMPL_drt_initial_drc_count=91
export IMPL_synth_distinct_cells=7
export IMPL_n_antenna_cell=0
export IMPL_fp_util=0.523
export IMPL_flop_area_sq_um=1360
export IMPL_crit_chain="clkdlybuf4s15_1"
export IMPL_drv_slew=0
export IMPL_area_growth_pct=69.5
export IMPL_tightest_slew_ns=0.276
export IMPL_end_kind="primary output"
export IMPL_rows=24
export IMPL_finalHoldViolCount=0
export IMPL_antenna_found_initial=0
export IMPL_grt_pass1_wl_microns=9790
export IMPL_route_detailed_drc=0
export IMPL_maxCapViolCount=0
export IMPL_clock_latency_ns=0.32
export IMPL_cts_max_level=3
export IMPL_crit_fanout=2
export IMPL_power_mw=5.33
export IMPL_cts_buffers_inserted=9
export IMPL_core_sq_um=4380
export IMPL_finalInstanceArea_sq_um=3880
export IMPL_status="finished clean"
export IMPL_met2_usage=0.408
export IMPL_slew_headroom=0.816
export IMPL_hpwlAfterDp_microns=3860
export IMPL_irDropWorstVdd_uv=1140
export IMPL_met1_usage=0.402
export IMPL_crit_type="reg2out"
export IMPL_io_buffers=130
export IMPL_die_h_microns=69.7
export IMPL_gp_congestion=0.746
export IMPL_syn_area_per_cell_sq_um=11.1
export IMPL_grt_pass1_vias=1907
export IMPL_fillCellCount=206
export IMPL_fin_crit_sh=0.962
export IMPL_setup_viol_count_final=0
export IMPL_regMostFlops="PCResult"
export IMPL_grt_max_degree=65
export IMPL_post_route_util=0.886
export IMPL_worst_slack_ns=0.0416
export IMPL_ys_seq_share=0.559
export IMPL_tns_ns=0
export IMPL_post_drt_via_cell_ratio=4.94
export IMPL_ys_ff=64
export IMPL_holdWs_ns=0.358
export IMPL_leakagePower_nw=1.76
export IMPL_grt_busiest_layer="met2"
export IMPL_yosys_area_sq_um=2290
export IMPL_grt_use_met3=0.0870
export IMPL_place_inst=378
export IMPL_max_stage_delay_ns=0.34
export IMPL_final_comb_area_sq_um=881
export IMPL_reg_top3="PCResult: 64 flops"
export IMPL_cts_path_max_buffers=2
export IMPL_clock_skew_ns=0
export IMPL_cts_sinks=64
export IMPL_fin_cells=399
export IMPL_ctsRootBufferMaster="clkbuf_8"
export IMPL_dieArea_sq_um=4860
export IMPL_crit_family="flip-flops"
export IMPL_hold_buffers=0
export IMPL_vias=1970
export IMPL_crit_required_ns=0.88
export IMPL_dr_pass1_iters=5
export IMPL_crit_buf_inv=1
export IMPL_start_kind="register"
export IMPL_clock_fmax_mhz=945
export IMPL_power_density_nw_per_um2=1370
export IMPL_grt_use_total=0.268
export IMPL_arrival_ns=0.84
export IMPL_largest_reg_flops=64
export IMPL_ys_cells=206
export IMPL_gr_total_overflow=0
export IMPL_rsz0062_at_grt="false"
export IMPL_wire_per_inst_microns=16.0
export IMPL_cts_tree="done"
export IMPL_yosys_warnings=1
export IMPL_die_w_microns=69.7
export IMPL_final_min_clock_period_ns=1.06
export IMPL_log_warning_count=26
export IMPL_ios=131
export IMPL_critPathSlowestCell="dfxtp_2"
export IMPL_drive_gt1_frac=0.277
export IMPL_syn_area_sq_um=2290
## report_power, final
group	leakage, nW	internal, mW	switching (mW)	total (mW)
logic	1.11	0.522	0.249	0.771
registers	0.551	2.48	0.0735	2.56
clock network	0.103	1.17	0.834	2.00
total	1.76	4.17	1.16	5.33
## cells in the mapped netlist, drive strengths merged
cell type / count / share of area
dfxtp: 64 / 0.56
nor2: 64 / 0.10
buf: 13 / 0.054
mux2i: 64 / 0.28
clkbuf: 1 / 0.0022
## layer usage
metal  routed length (microns)  vias up
li1                          -      953
met1                      2790      920
met2                      2930       89
met3                       568        8
met4                        83        0
met5                         0        -
## placed cells by master (no fill, tap or decap), drive strengths merged
cell / count
clkdlybuf4s15: 57
nor2: 64
buf: 12
clkbuf: 19
mux2i: 64
clkinv: 2
clkdlybuf4s50: 64
bufinv: 1
dfxtp: 64
## what timing repair did
item,CTS,global route
buffers inserted,4,1
gates resized,186,14
endpoints found under the setup margin,64,14
## path summary, 6_finish.rpt
kind	from	to	slack (ns)	cells past startpoint
setup reg to reg	PCResult[58]	PCResult[58]	0.30	3
hold reg to reg	PCResult[24]	PCResult[24]	0.48	2
setup / recovery	PCResult[38]	PCResult[38]	0.04	1
hold / removal	Reset	PCResult[1]	0.36	3
## cells by family (layout without fill, tap and decap cells)
logic type / Yosys count / after routing / share of synthesized area
buffers and inverters: 14 / 155 / 0.0563
flip-flops: 64 / 64 / 0.559
multiplexers: 64 / 64 / 0.280
AND/OR/NAND/NOR: 64 / 64 / 0.105
## final cells by class
class,count,share of cell area
Clock inverter,3,0.0103
Timing Repair Buffer,139,0.354
Tap cell,52,0.0168
Sequential cell,64,0.351
Multi-Input combinational cell,128,0.227
Clock buffer,13,0.0409
Power and IR drop assume default switching activity.
