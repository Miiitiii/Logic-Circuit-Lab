==> /design/flow/design.v <==
module look_ahead_adder_64
(
  input [63:0] A,
  input [63:0] B,
  output [63:0] SUM,
  output CARRY
);
  wire CARRY0, CARRY1, CARRY2, CARRY3, CARRY4, CARRY5, CARRY6, CARRY7, CARRY8, CARRY9, CARRY10;
  wire CARRY11, CARRY12, CARRY13, CARRY14, CARRY15, CARRY16, CARRY17, CARRY18, CARRY19, CARRY20;
  wire CARRY21, CARRY22, CARRY23, CARRY24, CARRY25, CARRY26, CARRY27, CARRY28, CARRY29, CARRY30, CARRY31;
  assign CARRY0 = 1'b0;
  two_bit_look_ahead op1 (A[1:0], B[1:0], CARRY0, SUM[1:0], CARRY1);
  two_bit_look_ahead op2 (A[3:2], B[3:2], CARRY1, SUM[3:2], CARRY2);
  two_bit_look_ahead op3 (A[5:4], B[5:4], CARRY2, SUM[5:4], CARRY3);
  two_bit_look_ahead op4 (A[7:6], B[7:6], CARRY3, SUM[7:6], CARRY4);
  two_bit_look_ahead op5 (A[9:8], B[9:8], CARRY4, SUM[9:8], CARRY5);
  two_bit_look_ahead op6 (A[11:10], B[11:10], CARRY5, SUM[11:10], CARRY6);
  two_bit_look_ahead op7 (A[13:12], B[13:12], CARRY6, SUM[13:12], CARRY7);
  two_bit_look_ahead op8 (A[15:14], B[15:14], CARRY7, SUM[15:14], CARRY8);
  two_bit_look_ahead op9 (A[17:16], B[17:16], CARRY8, SUM[17:16], CARRY9);
  two_bit_look_ahead op10 (A[19:18], B[19:18], CARRY9, SUM[19:18], CARRY10);
  two_bit_look_ahead op11 (A[21:20], B[21:20], CARRY10, SUM[21:20], CARRY11);
  two_bit_look_ahead op12 (A[23:22], B[23:22], CARRY11, SUM[23:22], CARRY12);
  two_bit_look_ahead op13 (A[25:24], B[25:24], CARRY12, SUM[25:24], CARRY13);
  two_bit_look_ahead op14 (A[27:26], B[27:26], CARRY13, SUM[27:26], CARRY14);
  two_bit_look_ahead op15 (A[29:28], B[29:28], CARRY14, SUM[29:28], CARRY15);
  two_bit_look_ahead op16 (A[31:30], B[31:30], CARRY15, SUM[31:30], CARRY16);
  two_bit_look_ahead op17 (A[33:32], B[33:32], CARRY16, SUM[33:32], CARRY17);
  two_bit_look_ahead op18 (A[35:34], B[35:34], CARRY17, SUM[35:34], CARRY18);
  two_bit_look_ahead op19 (A[37:36], B[37:36], CARRY18, SUM[37:36], CARRY19);
  two_bit_look_ahead op20 (A[39:38], B[39:38], CARRY19, SUM[39:38], CARRY20);
  two_bit_look_ahead op21 (A[41:40], B[41:40], CARRY20, SUM[41:40], CARRY21);
  two_bit_look_ahead op22 (A[43:42], B[43:42], CARRY21, SUM[43:42], CARRY22);
  two_bit_look_ahead op23 (A[45:44], B[45:44], CARRY22, SUM[45:44], CARRY23);
  two_bit_look_ahead op24 (A[47:46], B[47:46], CARRY23, SUM[47:46], CARRY24);
  two_bit_look_ahead op25 (A[49:48], B[49:48], CARRY24, SUM[49:48], CARRY25);
  two_bit_look_ahead op26 (A[51:50], B[51:50], CARRY25, SUM[51:50], CARRY26);
  two_bit_look_ahead op27 (A[53:52], B[53:52], CARRY26, SUM[53:52], CARRY27);
  two_bit_look_ahead op28 (A[55:54], B[55:54], CARRY27, SUM[55:54], CARRY28);
  two_bit_look_ahead op29 (A[57:56], B[57:56], CARRY28, SUM[57:56], CARRY29);
  two_bit_look_ahead op30 (A[59:58], B[59:58], CARRY29, SUM[59:58], CARRY30);
  two_bit_look_ahead op31 (A[61:60], B[61:60], CARRY30, SUM[61:60], CARRY31);
  two_bit_look_ahead op32 (A[63:62], B[63:62], CARRY31, SUM[63:62], CARRY);
endmodule
module two_bit_look_ahead
(
  input [1:0] A,
  input [1:0] B,
  input CARRY_IN,
  output [1:0] SUM,
  output CARRY_OUT
);
  wire tmpsum;
  wire tmp1;
  wire tmp2;
  wire tmp3;
  wire tmp4;
  wire tmp5;
  wire tmp6;
  wire tmp7;
  xor A1 (tmpsum, A[0], B[0]);
  xor A2 (SUM[0], tmpsum, CARRY_IN);
  and A3 (tmp1, tmpsum, CARRY_IN);
  and A4 (tmp2, A[0], B[0]);
  xor A5 (tmp3, A[1], B[1]);
  xor A6 (tmp4, tmp2, tmp1);
  xor A7 (SUM[1], tmp3, tmp4);
  and B1 (tmp5, A[1], B[1]);
  or B2 (tmp6, tmp2, tmp1);
  and B3 (tmp7, tmp3, tmp6);
  or B4 (CARRY_OUT, tmp5, tmp7);
endmodule
==> /design/flow/run.sh <==
#!/bin/bash
# OpenROAD 26Q1-2900-gdf79404cd8, Yosys 0.63+post, stock flow scripts
make -C /OpenROAD-flow-scripts/flow DESIGN_CONFIG=/design/flow/config.mk WORK_HOME=/design/flow/orfs finish
==> /design/flow/config.mk <==
export PLATFORM = sky130hd
export DESIGN_NAME = look_ahead_adder_64
export DESIGN_NICKNAME = look_ahead_adder_64
export VERILOG_FILES = /design/flow/design.v
export SDC_FILE = /design/flow/constraint.sdc
export NUM_CORES = 4
export LEC_CHECK = 1
export CORE_UTILIZATION = 30
==> /design/flow/constraint.sdc <==
current_design look_ahead_adder_64

set clk_period 81.6
set clk_io_pct 0.2

create_clock -name clk0 -period $clk_period

set non_clock_inputs [all_inputs -no_clocks]
set_input_delay [expr $clk_period * $clk_io_pct] -clock clk0 $non_clock_inputs
set_output_delay [expr $clk_period * $clk_io_pct] -clock clk0 [all_outputs]
==> CHANGELOG.md <==
## Implementation

* Run status: finished, final reports clean
* Area reported by Yosys stat at approximately 1600 um2
* Number of warnings in the stage logs at 33
* Combined global-route utilization of all metal layers at 21.02%
* Proportion of layout cells with a drive suffix above 1 at about a tenth
* FF+latch area at 0 um2
* Max-cap violations at 0
* Initial standard-cell utilization of the core at approximately 31%
* Routability-driven placement congestion ratio at between 0.8 and 0.9
* Total vias in the final route at ~1700
* Final-report hold violation count at 0
* Port Buffer Count at approximately 190
* Die Y at 74.84 um
* Multi-input logic area at around 1600 um2
* Seq share, synth at 0%
* Area Growth Syn to Fin at 126.4%
* Number of placed cells counting well taps at between 300 and 400
* Critical path fanouts, max at 2
* Highest ir drop seen on vdd at between 0.000005 and 0.000006 V
* Fin crit period at around 53 ns
* Type of element capturing the critical path: output port
* Summed negative setup slack over all endpoints at 0 ns
* Width of the chip at between 70 and 80 um
* Fmax achieved at 18.80 MHz
* Post-cts hold-fix buffer tally at 0
* Die Footprint at 5600 um2
* Vias per std cell at ~4.4
* Initial DRT Pass Iterations at 6
* Number of warnings issued by yosys at 0
* Max-slew violation count at 0
* Post-synthesis instance area at between 1500 and 2000 um2
* Final period util at 65.19%
* Global route overflow at 0
* DP Wirelength at between 5000 and 6000 um
* Critical-path top delay cell: clkdlybuf4s50_1
* Synthesized area divided by synthesized cell count at approximately 13 um2
* DRC at 0
* First-pass GRT wire length at between 8000 and 9000 um
* CP Data Arrival Time at 36.87 ns
* Number of sequential cells in the layout at 0
* Critical path class: input port to output port
* Vias in the first global route at 1818
* Post-route insts no fill at 389
* Max_slew headroom at 89.93%
* Min-delay worst type: input port to output port
* Ports at slightly below 200
* Number of instances resized during post-cts repair at 0
* Area of the placeable core at 5107 um2
* Cell row count at 26
* Antenna fix cells at 0
* Number of standard cells reported by yosys at between 100 and 150
* Total detailed-routing wirelength at approximately 5800 um
* Initial antenna violation count at 0
* Required time of the worst setup path at around 65 ns
* Number of filler cells placed in the layout at ~420
* CLK BUF at 0
* Final standard cell utilization of the core at slightly above 70%
* Slew at the pin closest to its max-slew limit at roughly 0.15 ns
* Kind of start point of the critical path: input port
* P per Cell Area at about 8.3 nW/um2
* Residual antenna-violating net count after detailed routing at 0
* Max incr delay on CP at 0.48 ns
* Count of different cell masters after synthesis at 5
* # Post-CTS Setup Buffers at 0
* Violation tally from detailed-route iteration zero at 10
* Cells after Synth at between 100 and 150
* Routed len/inst at roughly 15 um
* Leakage power summed over all cells at roughly 1.6 nW
* Unrepaired setup endpoints after global routing: no
* Endpoints failing setup at 0
* Final worst hold slack at 33.68 ns
* Dominant cell type by count on the critical path: fa_1
* Largest net degree at the start of global routing at 3
## placed cells by master, fill, tap and decap left out, drive strengths merged
cell type,Yosys,final
fa,32,32
xor2,31,31
ha,32,32
clkdlybuf4s50,0,193
a21o,31,31
## Yosys cell counts (all sizes together)
cell type  instances  area, um2
xor2              31      271.5
fa                32      640.6
buf                1      7.510
a21o              31      271.5
ha                32      400.4
## worst max-delay path: cells and delay by family
kind	cells	cell delay [ns]
xor+xnor	1	0.16
fa+ha+maj	33	12.90
compound gates	30	6.61
buf+inv	2	0.90
## cells by family (layout without fill, tap and decap cells)
logic type / after synthesis / count (layout) / share of synthesized area [%]
fa+ha+maj: 64 / 64 / 65.41
compound gates: 31 / 31 / 17.06
buf+inv: 1 / 193 / 0.4719
xor+xnor: 31 / 31 / 17.06
## final timing paths
path | from | to | slack [ns] | cells past startpoint
worst max-delay path | A[0] | SUM[63] | 28.41 | 66
worst min-delay path | B[0] | SUM[0] | 33.68 | 3
## cell type report
type | count | share of cell area, %
Multi-Input combinational cell | 126 | 43.96
Tap cell | 70 | 2.431
Timing Repair Buffer | 193 | 53.61
## routing by layer
layer  part of all wire (%)  GRT usage (%)  wire length [um]  vias to the layer above
li1                       -              -                 -                      833
met1                     39          28.06              2239                      754
met2                     44          33.63              2574                      112
met3                     16          9.905               953                        2
met4                   0.47          1.258                27                        0
met5                      0              0                 0                        -
## report_power, final
group / leakage, nW / switching, mW / internal [mW]
clock network: 0 / 0 / 0
logic: 1.58 / 0.00795 / 0.0218
registers: 0 / 0 / 0
## metrics by stage
step	total power, mW	setup slack [ns]	instance area (um2)
after floorplan	0.007065	29.95	1592
after global placement	0.02994	28.59	3603
after detailed placement	0.03023	28.40	3603
after CTS	0.03037	28.36	3603
after global routing	0.03276	27.73	3603
final	0.02977	28.41	3603
Power and IR drop assume default switching activity.
